===== design.v =====
module axi4_master
(
    input  logic          clk,
    input  logic          arst,
    input  logic          io_interrupt,
    input  logic          i_write_req,
    input  logic          i_read_req,
    input  logic [ 31:0 ] i_addr,
    input  logic [ 63:0 ] i_write_data,
    input  logic [  7:0 ] i_axi_len,
    input  logic [  2:0 ] i_axi_size,
    input  logic [  1:0 ] i_axi_burst,
    input  logic [  7:0 ] i_axi_strb,
    output logic [ 63:0 ] o_read_data,
    output logic          o_axi_done,
    output logic          o_axi_handshake,
    input  logic          i_awready,
    output logic          o_awvalid,
    output logic [  3:0 ] o_awid,
    output logic [ 31:0 ] o_awaddr,
    output logic [  7:0 ] o_awlen,
    output logic [  2:0 ] o_awsize,
    output logic [  1:0 ] o_awburst,
    input  logic          i_wready,
    output logic          o_wvalid,
    output logic [ 63:0 ] o_wdata,
    output logic [  7:0 ] o_wstrb, 
    output logic          o_wlast,
    output logic          o_bready,
    input  logic          i_bvalid,
    input  logic [  3:0 ] i_bid,
    input  logic [  1:0 ] i_bresp,
    input  logic          i_arready,
    output logic          o_arvalid,
    output logic [  3:0 ] o_arid,
    output logic [ 31:0 ] o_araddr,
    output logic [  7:0 ] o_arlen,
    output logic [  2:0 ] o_arsize,
    output logic [  1:0 ] o_arburst,
    output logic          o_rready,
    input  logic          i_rvalid,
    input  logic [  3:0 ] i_rid, 
    input  logic [  1:0 ] i_rresp,
    input  logic [ 63:0 ] i_rdata,
    input  logic          i_rlast
);
    logic s_wlast;
    assign o_read_data = i_rdata;
    assign o_arlen     = i_axi_len;
    assign o_arsize    = i_axi_size;
    assign o_arburst   = i_axi_burst;
    assign o_awlen     = i_axi_len;
    assign o_awsize    = i_axi_size;
    assign o_awburst   = i_axi_burst;
    assign o_wdata     = i_write_data;
    typedef enum logic [ 2:0 ] {
        IDLE      = 3'b000,
        AW_WRITE  = 3'b001,
        WRITE     = 3'b010,
        BRESP     = 3'b011,
        AR_READ   = 3'b100,
        READ      = 3'b101
    } t_state;
    t_state PS;
    t_state NS;
    always_ff @( posedge clk, posedge arst ) begin 
        if ( arst ) begin
            PS <= IDLE;
        end
        else PS <= NS;
    end
    always_comb begin
        NS = PS;
        case ( PS )
            IDLE    : if ( i_write_req           ) NS = AW_WRITE;
                 else if ( i_read_req            ) NS = AR_READ;
            AW_WRITE: if ( o_awvalid & i_awready ) NS = WRITE;
            WRITE   : if ( o_wlast & i_wready    ) NS = BRESP;
            BRESP   : if ( i_bvalid & o_bready   ) NS = IDLE;
            AR_READ : if ( o_arvalid & i_arready ) NS = READ;
            READ    : if ( s_rlast               ) NS = IDLE;
            default : NS = PS;
        endcase
    end
    always_ff @( posedge clk, posedge arst ) begin
        if ( arst ) begin
            o_awvalid <= 1'b0;
            o_awid    <= '0;
            o_awaddr  <= '0;
            o_wvalid  <= 1'b0;
            o_wstrb   <= '0;
            o_bready  <= 1'b0;
            o_arvalid <= 1'b0;
            o_arid    <= '0;
            o_araddr  <= '0;
            o_rready  <= 1'b0;
        end
        else begin
            case ( PS )
                IDLE: begin
                    o_awvalid <= 1'b0;
                    o_awaddr  <= '0;
                    o_wvalid  <= 1'b0;
                    o_wstrb   <= i_axi_strb;
                    o_bready  <= 1'b0;
                    o_arvalid <= 1'b0;
                    o_araddr  <= '0;
                    o_rready  <= 1'b0;
                    if ( i_write_req ) begin
                        o_awvalid <= 1'b1;
                        o_awaddr  <= i_addr;
                    end
                    else if  ( i_read_req ) begin
                        o_arvalid <= 1'b1;
                        o_araddr  <= i_addr; 
                    end 
                end
                AW_WRITE: begin
                    if ( i_awready ) o_awvalid <= 1'b0;
                    o_wvalid  <= 1'b1;
                end 
                WRITE: begin
                    if ( o_wlast & i_wready ) begin
                        o_wvalid <= 1'b0;
                        o_bready <= 1'b1;
                    end
                end 
                BRESP: if ( i_bvalid ) begin 
                    o_bready <= 1'b0;
                    o_awid   <= o_awid + 4'b1;
                end
                AR_READ: begin
                    if ( i_arready ) o_arvalid <= 1'b0;
                    o_rready  <= 1'b1;
                end
                READ: if ( s_rlast ) begin
                    o_rready  <= 1'b0; 
                    o_arid    <= o_arid + 4'b1; 
                end
                default: begin
                    o_awvalid <= 1'b0;
                    o_awid    <= '0;
                    o_awaddr  <= '0;
                    o_wvalid  <= 1'b0;
                    o_wstrb   <= '0;
                    o_bready  <= 1'b0;
                    o_arvalid <= 1'b0;
                    o_arid    <= '0;
                    o_araddr  <= '0;
                    o_rready  <= 1'b0;
                end
            endcase
        end
    end
    logic [ 7:0 ] s_count;
    always_ff @( posedge clk ) begin
        if      (PS == AW_WRITE) s_count <= i_axi_len + 8'd0;
        else if (i_wready & o_wvalid) s_count <= s_count - 8'b1;
    end
    assign s_wlast = ( s_count == 8'b0 ) & ( PS == WRITE );
    assign o_wlast = s_wlast | ( ( i_axi_len == 8'b0 ) & ( PS == WRITE ) );
    assign o_axi_done = ( ( i_bvalid ) & ( i_bresp == 2'b0 ) & ( o_bready ) ) | ( ( s_rlast ) );
    assign o_axi_handshake = ( i_wready & o_wvalid ) | ( o_rready & i_rvalid );
    logic s_rlast;
    always_ff @( posedge clk ) begin
        s_rlast <= i_rlast;
    end
endmodule

===== run.sh =====
#!/bin/bash
# OpenROAD 26Q1-2900-gdf79404cd8, Yosys 0.63+post, stock flow scripts
make -C /OpenROAD-flow-scripts/flow DESIGN_CONFIG=/design/flow/config.mk WORK_HOME=/design/flow/orfs finish

===== config.mk =====
export PLATFORM = sky130hd
export DESIGN_NAME = axi4_master
export DESIGN_NICKNAME = axi4_master
export VERILOG_FILES = /design/flow/design.v
export SDC_FILE = /design/flow/constraint.sdc
export NUM_CORES = 4
export LEC_CHECK = 1
export CORE_AREA = 10 10 219 219
export DIE_AREA = 0 0 229 229

===== constraint.sdc =====
current_design axi4_master

set clk_period 5.1
set clk_io_pct 0.2

create_clock -name clk0 -period $clk_period [get_ports {clk}]

set non_clock_inputs [all_inputs -no_clocks]
set_input_delay [expr $clk_period * $clk_io_pct] -clock clk0 $non_clock_inputs
set_output_delay [expr $clk_period * $clk_io_pct] -clock clk0 [all_outputs]

==> changes_impl.md <==
### Implementation results

* DRT Pass-1 Iters at 4
* Worst hold slack at 0.485 ns
* Skew final at 0.0212 ns
* Top cell area share at 40.9%
* Tool warnings at 37
* WL/cell at 14.0 um
* Hold Path Sink: o_awaddr[17]$_DFFE_PP0N_
* Via count at 3899
* Setup Fix Bufs, Post-CTS at 0
* Fmax at 266 MHz
* Mapped Area at 0.00550 mm2
* Worst reg2reg path depth at 5
* Minimum clock period at 3.76 ns
* Final Util at 16.0%
* Reg2Reg Setup Slack at 2.76 ns
* Overall routing resource usage at 6.30%
* Slew margin rel. at 53.9%
* PortBufs at 163
* Tcrit/Tclk final at 73.7%
* Clk latency late pin at 0.39 ns
* H-tree Lvls at 3
* Die width at 229 um
* Total Routed Length at 16900 um
* RSZ-0062 raised after global routing: false
* Post-synth top area cell: dfrtp_1
* Pin count of the biggest net entering global routing at 59
* Final hold viol count at 0
* Post-synthesis sequential area ratio at 46.1%
* Synth warn at 1
* Fill count at 4870
* Synthesized instance count at 620
* Row count at 76
* Core ar. at 0.0432 mm2
* Syn Area/Cell at 8.88 um2
* Area growth from synthesis to layout at 25.3%
* R2R Path End: o_araddr[17]$_DFFE_PP0N_
* Worst-Margin Slew at 0.691 ns
* Antenna-violating nets left at 0
* Initial antenna violation count at 0
* Iter 0 DRT Violations at 178
* DR DRC count at 0
* Design Area, Final at 0.00689 mm2
* I/O pin total at 446
* Sum Neg Setup Slack at 0 ns
* Non-filler instance count after layout at 1208
* MaxCap Viol Count at 0
* Hold_buf cts at 0
* DR vias/cell at 3.23
* Crit path DRT at 4.08 ns
* Hold path depth at 2
* Num Clock Sinks at 100
* Layout cell share with drive strength beyond 1 at 5.14%
* Die Span Y at 229 um
* Routability cong. at 0.776
* Number of enable flip-flop cells at 8
* Pwr Density at 312 mW/mm2
* Final setup fails at 0
* Placed Cells at 1191
* Core Util at FP at 12.7%
* Dominant synthesized flop cell: dfrtp_1
* Status: completed
* Placed cell areas at 0.00659 mm2
* Clk slew on worst S/H paths at 0.07 ns
* Max-slew violation count at 0
* Peak VDD IR at 174 uV
* GRT overflow at 0
* TritonCTS Buffers at 9
* Post-CTS sizing at 0
* Vias in the first global route at 3925
* Critical Path Fanout Max at 5
* Post-synth cell types at 42
* Clock Tree Buf Depth at 2
* Detailed Place HPWL at 12600 um
* Chip Area, Yosys at 0.00550 mm2
* CP arrival at 2.74 ns
* Cell area leaders: dfrtp_1, buf_4, nand2_1
* Startpoint types: input port
* Crit Reg-Reg Startpoint: PS[4]$_DFF_PP0_
* Crit end category: primary output
* CTS tree: built
* Kind of critical path: input port to primary output
* Async S/R FF share, synth at 91.0%
* Yosys cell count at 620
* Hold crit path type: register to register
* Chip area at 0.0524 mm2
* Synth Register Bits at 100
* Min-delay src: o_awaddr[17]$_DFFE_PP0N_
* Global-route wire length before repair at 25200 um
* CTS root buffer: clkbuf_16
* Pleak at 2.54 nW
cell usage in the layout, fill, tap and decap left out, types with 2 or more instances in the layout:
cell type | Yosys | routed
clkinv_2 | 0 | 2
nand2b_1 | 5 | 5
nand4_1 | 3 | 3
nor2_1 | 8 | 7
nor2b_1 | 2 | 2
inv_6 | 0 | 2
nand3_1 | 7 | 7
and3_1 | 3 | 3
mux2_2 | 4 | 4
o21ai_0 | 26 | 26
a21o_1 | 3 | 3
ha_1 | 4 | 4
nor3_1 | 6 | 6
a22o_1 | 2 | 2
edfxtp_1 | 8 | 8
dfrtp_1 | 90 | 90
nor4_1 | 3 | 3
or3_4 | 1 | 2
xor2_1 | 5 | 5
a21oi_1 | 3 | 3
buf_4 | 154 | 6
o21ai_1 | 60 | 60
inv_1 | 9 | 8
nand2_1 | 165 | 165
or3_1 | 3 | 2
xnor2_1 | 3 | 3
clkbuf_16 | 0 | 9
clkdlybuf4s50_1 | 0 | 163
report_power, final:
part / internal, mW / switching (mW) / total [mW]
clock: 0.383 / 0.342 / 0.725
combinational: 0.185 / 0.297 / 0.482
sequential: 0.875 / 0.0697 / 0.945
total: 1.44 / 0.709 / 2.15
synth_stat cells, types with 2 or more instances:
cell / instances
a21o_1: 3
a21oi_1: 3
a22o_1: 2
and3_1: 3
buf_2: 3
buf_4: 154
buf_6: 8
clkbuf_1: 12
clkbuf_2: 6
dfrtp_1: 90
edfxtp_1: 8
ha_1: 4
inv_1: 9
mux2_2: 4
nand2_1: 165
nand2b_1: 5
nand3_1: 7
nand4_1: 3
nor2_1: 8
nor2b_1: 2
nor3_1: 6
nor4_1: 3
o21ai_0: 26
o21ai_1: 60
or3_1: 3
xnor2_1: 3
xor2_1: 5
state kept, by name, indices dropped and copies added (netlist names), 4 cells and up:
name      cells
o_araddr     32
o_awaddr     32
o_wstrb       8
s_count       8
PS            6
o_arid        4
o_awid        4
per-layer routing:
metal  wire length [um]  vias to the layer above  track usage (%)
met1               7030                     1802             7.74
met4                648                        0             2.23
met2               7290                      183             9.20
met5                  0                        -                0
met3               1890                       60             3.41
li1                   -                     1854                -
cells by family after synthesis:
group / Yosys count / synth area share, %
simple gates: 210 / 15.9
buf+inv: 192 / 24.9
compound gates: 101 / 9.91
flops: 100 / 46.1
xor+xnor: 8 / 1.27
mux: 5 / 1.00
fa+ha+maj: 4 / 0.909
stage by stage:
step                power [mW]  setup slack (ns)
floorplan                 1.36              1.72
global placement          1.45              1.27
detailed placement        1.46              1.30
CTS                       2.22              1.29
global route              2.31              1.22
finish                    2.15              1.34
worst max-delay path: stages:
cell	delay, ns
clkdlybuf4s50_1	0.47
nor4_1	0.37
nand2_1	0.20
a21oi_1	0.18
clkdlybuf4s50_1	0.50
area by class of cell:
class	instances	area [um2]	area share (%)
inverters	9	36.3	0.526
clock inverters	7	73.8	1.07
diodes	1	2.50	0.0363
repair buffers	169	1680	24.3
flip-flops and latches	100	2540	36.8
well taps	585	732	10.6
multi-input cells	328	1610	23.3
clock buffers	9	225	3.27
worst max path at each step:
stage | startpoint | end | slack, ns | cells after the start
global route | i_axi_len[5] | o_wlast | 1.22 | 5
CTS | i_axi_len[5] | o_wlast | 1.29 | 5
finish | i_axi_len[5] | o_wlast | 1.34 | 5
Power is estimated from default activity; no workload was simulated.
